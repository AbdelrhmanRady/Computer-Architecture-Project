$ cat design.v
module Piso(clk,control,DataIn,DataOut);
  input clk;
  input control;
  input [7:0] DataIn;
  output reg DataOut;
  reg [7:0]temp;
  always @(posedge clk)
  begin 
    if(control==0)
      begin
      temp<=DataIn;
      end
    else
    begin
        DataOut<=temp[0];
        temp<=temp>>1;
      end
  end
endmodule
$ cat run.sh
#!/bin/bash
# OpenROAD 26Q1-2900-gdf79404cd8, Yosys 0.63+post, stock flow scripts
make -C /OpenROAD-flow-scripts/flow DESIGN_CONFIG=/design/flow/config.mk WORK_HOME=/design/flow/orfs finish
$ cat config.mk
export PLATFORM = sky130hd
export DESIGN_NAME = Piso
export DESIGN_NICKNAME = Piso
export VERILOG_FILES = /design/flow/design.v
export SDC_FILE = /design/flow/constraint.sdc
export NUM_CORES = 4
export LEC_CHECK = 1
export CORE_AREA = 10 10 70 70
export DIE_AREA = 0 0 80 80
$ cat constraint.sdc
current_design Piso

set clk_period 1.0
set clk_io_pct 0.2

create_clock -name clk0 -period $clk_period [get_ports {clk}]

set non_clock_inputs [all_inputs -no_clocks]
set_input_delay [expr $clk_period * $clk_io_pct] -clock clk0 $non_clock_inputs
set_output_delay [expr $clk_period * $clk_io_pct] -clock clk0 [all_outputs]
==> flow_metrics.tcl <==
# place-and-route summary
set metrics [dict create \
    placement.io_buffers 10 \
    edf_count 1 \
    crit_family "flip-flops" \
    finalSetupTns_ns 0 \
    ctsResizeCount 4 \
    post-route-drc-count 0 \
    finalCritPeriodShare 0.9276 \
    crit_chain "buf_2" \
    netlist-cell-type-count 5 \
    die_h_um 80 \
    ys_area_um2 315.3 \
    core_util_floorplan 0.09231 \
    drt_iter0_markers 6 \
    slew_viol_final 0 \
    yosys_cells 18 \
    cp_data_arrival_time_ns 0.73 \
    clk_latency_ns 0.26 \
    setup_viol 0 \
    vias 182 \
    avgSynthCellArea_um2 17.52 \
    cp.required_ns 0.80 \
    synth.top_cell.area_share 0.5079 \
    cpPeakStageDelay_ns 0.35 \
    top_cell "dfxtp_1" \
    r2r_start "temp[1]" \
    die_w_um 80 \
    vdd_ir_drop_max_v 0.0008248 \
    min_path_type "reg -> reg" \
    area_leaders "dfxtp_1 51%, mux2_4 33%, edfxtp_1 9.5%, buf_6 3.6%, and2b_2 2.8%" \
    die_area_um2 6400 \
    grt_start_max_net_pins 10 \
    core_um2 3416 \
    tool_warnings 25 \
    antenna_found_initial 0 \
    ys_warn_count 1 \
    path_max_fanout 1 \
    wl_per_cell_um 7.769 \
    wl_um 606 \
    leakagePower_nw 0.2047 \
    fmax_mhz 1078 \
    hold_violations 0 \
    max_slew_margin 0.9090 \
    yosys.area.top_type "dfxtp_1" \
    slowest_stage "edfxtp_1" \
    critPathKind "reg -> out" \
    gp_congestion 0.7070 \
    rsz0062_at_grt "false" \
    start_kind "flip-flop" \
    area_delta_synth_final_pct 59.13 \
    cp-startpoint "DataOut" \
    antenna_left 0 \
    outcome "finished clean" \
    n_fill_cell 388 \
    grt_overflow 0 \
    cts_hold_buf 0 \
    power_density_nw_per_um2 1564 \
    htree_levels 1 \
    netlist_area_um2 315.3 \
    antennaDiodeCount 0 \
    clock-skew-final_ns 0.004982 \
    endpoint_kind "primary output" \
    synthFlopType "dfxtp_1" \
    hold_start "temp[0]" \
    ys_async_sr_fraction 0 \
    row_count 21 \
    period_minus_slack_ns 0.9276 \
    root_buffer "clkbuf_4" \
    critPathBufInv 1 \
    ios 11 \
    yosys-top-cells-count "8 x dfxtp_1, 7 x mux2_4, 1 x and2b_2, 1 x buf_6, 1 x edfxtp_1" \
    synth_seq_share 0.6032 \
    drt_pass1_iterations 2 \
    grt_pass1_vias 215 \
    cts.sinks 9 \
    cts.path.max_buffers 2 \
    numCtsBuffers 3 \
    grt_usage 0.02117 \
    cts_tree "yes" \
    avgViaCountPerCell 2.333 \
    clkTransAtPathRegs_ns 0.06 \
    grt_pass1_wl_um 1021 \
    maxCapViolCount 0 \
    worst_pin_slew_ns 0.1370 \
    netlist_instances 18 \
    cts_setup_buffers 0 \
    drive_gt1_frac 0.4063 \
    ys.flops 9 \
    fin_util 0.1469 \
]
-- worst paths after layout --
kind | to | slack [ns] | depth (start not counted)
min | DataOut | 0.41 | 0
max | DataOut | 0.07 | 1
max reg2reg | temp[0] | 0.34 | 1
min reg2reg | DataOut | 0.41 | 0
-- kinds of logic (layout without fill, tap and decap cells) --
group                  Yosys count  after routing  synth area share
muxes                            7              7            0.3333
buffers and inverters            1             15           0.03571
and+or+nand+nor                  1              1           0.02778
DFF                              9              9            0.6032
-- through the flow --
step | worst slack (ns) | area (um2) | instances | hold WS (ns) | power, W
6_report | 0.07243 | 501.7 | 78 | 0.4073 | 0.0007845
3_3_place_gp | -0.2948 | 481.7 | 74 | 0.3927 | 0.0005203
5_1_grt | 0.03413 | 501.7 | 78 | 0.4104 | 0.0008363
3_5_place_dp | -0.2910 | 481.7 | 74 | 0.3942 | 0.0005236
2_1_floorplan | 0.2696 | 315.3 | 18 | 0.3125 | 0.0004677
4_1_cts | 0.05535 | 501.7 | 78 | 0.4083 | 0.0007985
-- routing by layer --
| layer | wire, um | vias up | track usage | part of all wire |
|---|---|---|---|---|
| li1 | - | 90 | - | - |
| met3 | 74 | 0 | 0.01705 | 0.12 |
| met2 | 133 | 13 | 0.02006 | 0.22 |
| met1 | 398 | 79 | 0.03369 | 0.66 |
| met5 | 0 | - | 0 | 0 |
| met4 | 0 | 0 | 0.001761 | 0 |
-- layout by cell type (no fill, tap or decap) --
| cell | instances |
|---|---|
| mux2_4 | 7 |
| clkbuf_1 | 1 |
| clkdlybuf4s50_1 | 8 |
| buf_12 | 1 |
| dfxtp_1 | 8 |
| buf_2 | 1 |
| edfxtp_1 | 1 |
| clkbuf_4 | 3 |
| and2b_2 | 1 |
| dlygate4sd2_1 | 1 |
-- state kept, by name, summed over array words and instances, names as in the netlist --
register and cells:
DataOut 1, temp 8
-- layout make-up --
class	count	area, um2	area share
Timing Repair Buffer	11	113.9	0.2269
Tap cell	46	57.56	0.1147
Multi-Input combinational cell	8	113.9	0.2269
Clock buffer	4	26.28	0.05237
Sequential cell	9	190.2	0.3791
-- report_power, final --
| group | internal (W) | leakage (nW) | switching [W] |
|---|---|---|---|
| sequential | 0.000399 | 0.0772 | 0.00000841 |
| clock | 0.000153 | 0.0150 | 0.000120 |
| combinational | 0.0000799 | 0.113 | 0.0000235 |
| total | 0.000633 | 0.205 | 0.000152 |
Power and IR drop assume default switching activity.
