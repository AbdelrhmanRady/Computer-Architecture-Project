$ cat config.mk
export PLATFORM = sky130hd
export DESIGN_NAME = sipo
export DESIGN_NICKNAME = sipo
export VERILOG_FILES = /design/flow/design.v
export SDC_FILE = /design/flow/constraint.sdc
export NUM_CORES = 4
export LEC_CHECK = 1
export CORE_AREA = 10 10 70 70
export DIE_AREA = 0 0 80 80
$ cat constraint.sdc
current_design sipo

set clk_period 1.1
set clk_io_pct 0.2

create_clock -name clk0 -period $clk_period [get_ports {clk}]

set non_clock_inputs [all_inputs -no_clocks]
set_input_delay [expr $clk_period * $clk_io_pct] -clock clk0 $non_clock_inputs
set_output_delay [expr $clk_period * $clk_io_pct] -clock clk0 [all_outputs]
$ cat design.v
module sipo(clk,rst,DataIn,DataOut);
  input clk,rst;
  input DataIn;
  output reg [7:0]DataOut;
  reg [7:0]temp;
  always @(posedge clk)
  begin 
    if(!rst)
      temp=8'b00000000;
    else
      begin
         temp=temp<<1;
         temp[0]=DataIn;
         DataOut=temp;
      end
   end
endmodule
$ cat run.sh
#!/bin/bash
# OpenROAD 26Q1-2900-gdf79404cd8, Yosys 0.63+post, stock flow scripts
make -C /OpenROAD-flow-scripts/flow DESIGN_CONFIG=/design/flow/config.mk WORK_HOME=/design/flow/orfs finish
==> run_results.csv <==
group,metric,value,unit
clock_tree,post_cts_buffers,0,
detailed_routing,vias_per_cell,2.43,
die,core,3420,µm²
detailed_routing,route.met3.wl,85,µm
critical_path,max_stage_delay,0.37,ns
synth,yosysChipArea,424,µm²
critical_path,crit_fanout,1,
detailed_routing,drt-initial-drc-count,19,
critical_path,reg2reg_depth,1,
critical_path,crit_arrival,0.82,ns
synth,edf_count,8,
placed_design,io_buffers,10,
grt,grt_pass1_vias,221,
synth,top_cell,"edfxtp_1",
critical_path,critPathTopFamily,"flip-flops",
grt,antenna_found_initial,0,
detailed_routing,antenna_cells,0,
die,fp_util,12.4,%
power,power_density,1520,nW/µm²
run_status,status,"finished, final reports clean",
critical_path,end_kind,"primary output",
sta,fmax,966,MHz
detailed_routing,top_layer,"met4",
clock_tree,cts_sinks,15,
detailed_routing,ant_nets,0,
clock_tree,cts_root_buf,"clkbuf_4",
detailed_routing,vias,202,
critical_path,cp_num_buf_inv,1,
die,die_area,6400,µm²
synth,area_leaders,"edfxtp_1, dfxtp_1, and2_1",
sta,layout_setup_ws,0.0643,ns
die,die_x,80,µm
synth,synth.largest_area_cell,"edfxtp_1",
clock_tree,clockBufferDepth,2,
clock_tree,clock_latency,0.27,ns
sta,whs,0.407,ns
synth,ys_cells,22,
critical_path,crit_required,0.88,ns
grt,grt_max_degree,16,
clock_tree,cts_resized,15,
grt,grt_use_total,1.93,%
min_path,hold_depth,0,
clock_tree,cts_hold_buf,0,
sta,setup_violations,0,
final_layout,utilization,18.2,%
die,io_pins,11,
clock_tree,clk_pin_slew,0.08,ns
sta,finalCriticalPeriod,1.04,ns
synth,async_reset_ff_share,0,%
synth,synth.top_cell.area_share,56.6,%
die,rows,21,
final_layout,area.growth.synth_to_final,46.9,%
placed_design,placedCellCount,79,
grt,grt_overflow,0,
synth,synthFlopType,"edfxtp_1",
synth,top_cells_by_count,"edfxtp_1, and2_1, dfxtp_1",
critical_path,crit_chain,"clkdlybuf4s15_1",
detailed_routing,wl_met2,247,µm
min_path,hp-class,"reg -> reg",
synth,ys_seq_share,89.7,%
placed_design,pre_cts_ws,-0.0657,ns
clock_tree,cts_htree_levels,1,
detailed_routing,wl_met1,210,µm
detailed_routing,drtPass1Iterations,2,
detailed_routing,routed_wl,570,µm
clock_tree,cts_inserted_buffers,3,
synth,synth_cell_types,3,
critical_path,path_depth,1,
critical_path,worstSetupPathType,"reg -> out",
power,leakage,0.226,nW
run,maxCapViolCount,0,
final_layout,drive_gt1_share,13.5,%
synth,synthCells,22,
die,die_h,80,µm
synth,ys.flops,15,
synth,synth_warnings,1,
sta,timing.slew.headroom,92.7,%
final_layout,layoutNonFillerInstCount,83,
sta,fin_crit_sh,94.2,%
sta,finalClockSkew,0.00395,ns
grt,grt_pass1_wl,1010,µm
placed_design,dp_hpwl,440,µm
sta,max_slew.worst_pin.slew,0.110,ns
final_layout,fillers,370,
synth,netlist_area,424,µm²
critical_path,worst_setup_path_start_kind,"register",
power,ir_worst_vdd,0.342,mV
run,tool_warnings,25,
sta,hold_viol,0,
detailed_routing,wl_per_cell,6.87,µm
power,finalPower,0.948,mW
critical_path,cp_slowest_cell,"edfxtp_1",
placed_design,gp_congestion,0.679,
synth,synth_area_per_cell,19.3,µm²
sta,finalMaxSlewViolations,0,
sta,rsz0062_at_grt,"false",
detailed_routing,drcViolationCount,0,
clock_tree,cts_tree,"yes",
==> registers in the layout, summed over array words and instances, names as in the netlist <==
| name | count |
|---|---|
| DataOut | 8 |
| temp | 7 |
==> power breakdown <==
part	switching [mW]	total (mW)	internal, mW
Combinational	0.0125	0.0447	0.0322
Clock	0.147	0.287	0.140
Sequential	0.00590	0.616	0.610
==> cell type report <==
class	count	area (µm²)	share of cell area (%)
clock buffers	4	26.3	4.22
multi-input cells	7	43.8	7.03
flip-flops and latches	15	380	61.0
well taps	46	57.6	9.24
repair buffers	11	115	18.5
==> routing by layer <==
metal  vias up  global-route usage, %
met5         -                      0
met4         0                   1.23
met3         2                   1.25
met2         8                   2.73
met1        87                   2.09
li1        105                      -
==> kinds of logic (layout without fill, tap and decap cells) <==
kind of cell  count (synthesis)  count (layout)  synth area share (%)
flops                        15              15                  89.7
buf+inv                       0              15                     0
simple gates                  7               7                  10.3
==> placed cells by master, fill, tap and decap left out <==
master,count
clkdlybuf4s50_1,2
clkbuf_4,3
edfxtp_1,8
and2_1,7
buf_12,1
buf_2,1
dfxtp_1,7
clkbuf_1,1
clkdlybuf4s15_1,7
==> path summary, 6_finish.rpt <==
path / from / end / slack (ns)
max: DataOut[0] / DataOut[0] / 0.06
min reg2reg: temp[6] / DataOut[7] / 0.41
max reg2reg: temp[2] / temp[3] / 0.53
min: temp[6] / DataOut[7] / 0.41
==> stage by stage <==
stage	setup TNS (ns)	area, µm²
finish	0	623
CTS	0	621
global placement	-0.502	602
detailed placement	-0.524	602
floorplan	0	424
global route	0	623
Power figures rest on the tool's default switching activity, not on a simulated workload.
